## /design/flow/design.v

```verilog
module lab9 (clk,car,car_on_sec,ped_cross,lit,ped,reset,GPIO_0);
  input clk,reset,car_on_sec,ped_cross;
  output reg [8:0]lit;
  output [1:0] GPIO_0;
  output reg ped,car;
  reg [2:0] state;
  reg [2:0]cnt;
  reg [25:0]cntclk;
  reg cntsec;
  assign GPIO_0[0] =car_on_sec;
assign GPIO_0[1] = lit[3];
  parameter t_yellow = 3'b010;   
  parameter t_sec = 3'b101;  
  parameter S0 = 3'b000;
  parameter S1 = 3'b001;
  parameter S2 = 3'b010;
  parameter S3 = 3'b011;
  parameter S4 = 3'b100;
  parameter S5 = 3'b101;
  parameter S6 = 3'b110;
  parameter S7 = 3'b111;
      always @ (posedge clk)
		begin
        if (cntclk ==26'd50000000)  
        begin
          cntsec <= 1;
          cntclk <= 26'b0;
        end
        else
        begin
          cntsec <= 0 ;
          cntclk <= cntclk + 26'b1;
        end
      end
      always @ (*)
		begin   
        if (~ped_cross) 
        begin
          ped <= 1;
        end
        else if(state == S6)
        begin
          ped <= 0 ;
        end
      end
      always @ (*)
		begin   
          if (~car_on_sec) 
          begin
            car <= 1;
          end
          else if(state == S3)
          begin
            car<=0 ;
          end
        end
        always @ (posedge cntsec)
		  begin
            if (reset) 
            begin
              state <= S0;
              cnt <= 0;
            end else
            begin
              case (state)
                    S0:begin  
									lit <= 9'b001100100;
                          if (car_on_sec)
                          begin
                            state <= S1;
                          end
                          if (ped)
                          begin
                            state <= S4;
                          end
                      end
                      S1:begin  
                            lit <= 9'b010100100; 
                            if (cnt > t_yellow)
                            begin
                              state <= S2;
                              cnt<=0;
                            end
                            else begin
                              state <= S1;
                              cnt <= cnt + 1;
                            end
                        end
                        S2:begin 
                          lit <= 9'b100001100;
                          if (cnt > t_sec)
                          begin
                            state <= S3;
                            cnt <= 0;
                          end
                          else if((cnt > t_yellow)&(~car_on_sec)) begin
                            state <=S3;
                            cnt <= 0;
                          end
                          else begin
                            state <= S2;
                            cnt<= cnt+1;
                          end
                        end
                        S3:begin  
                          lit <= 9'b100010100;
                          if(cnt > t_yellow)
								  begin
                            state <= S7;
                            cnt <= 0;
                          end
                          else 
								  begin
                            state <= S3;
                            cnt <= cnt + 1;
                          end
                        end
                        S4:begin  
                          lit <= 9'b010100100;
                          if (cnt > t_yellow)begin
                            state <= S5;
                            cnt <= 0;
                          end
                          else 
								  begin
                            state <= S4;
                            cnt <= cnt + 1;
                          end
                        end
                        S5:begin  
                          lit <= 9'b100100001;
                          if(cnt > t_sec)
                          begin
                            state <= S6;
                            cnt <= 0;
                          end
                          else
								  begin
                            state <= S5;
                            cnt <= cnt + 1;
                          end
                        end
                        S6: begin  
                          lit <= 9'b100100010;
                          if (cnt > t_yellow)
                          begin
                            state <= S7;
                            cnt <= 0;
                          end
                          else 
								  begin
                            state <= S6;
                            cnt <= cnt+1;
                          end
                        end
                        S7: begin  
                          lit <= 9'b001100100;
                          if (cnt > t_sec)
                          begin
                            state <= S0;
                            cnt <= 0;
                          end
                          else
								  begin
                            state <= S7;
                            cnt <= cnt+1;
                          end
                        end
                  endcase
            end
        end
endmodule
```

## /design/flow/config.mk

```make
export PLATFORM = sky130hd
export DESIGN_NAME = lab9
export DESIGN_NICKNAME = lab9
export VERILOG_FILES = /design/flow/design.v
export SDC_FILE = /design/flow/constraint.sdc
export NUM_CORES = 4
export LEC_CHECK = 1
export CORE_UTILIZATION = 30
```

## /design/flow/constraint.sdc

```tcl
current_design lab9

set clk_period 3.4
set clk_io_pct 0.2

create_clock -name clk0 -period $clk_period [get_ports {clk}]

set non_clock_inputs [all_inputs -no_clocks]
set_input_delay [expr $clk_period * $clk_io_pct] -clock clk0 $non_clock_inputs
set_output_delay [expr $clk_period * $clk_io_pct] -clock clk0 [all_outputs]
```

## /design/flow/run.sh

```bash
#!/bin/bash
# OpenROAD 26Q1-2900-gdf79404cd8, Yosys 0.63+post, stock flow scripts
make -C /OpenROAD-flow-scripts/flow DESIGN_CONFIG=/design/flow/config.mk WORK_HOME=/design/flow/orfs finish
```

==> qor.yml <==
pwr:
  pwr-share-clk: 0.351
  peakVddDrop_v: 0.000205
  power_density_nw_per_um2: 210
  switchingPower_mw: 0.102
  p_leak_nw: 0.896
  design_power_total_mw: 0.512
  swShare: 0.200
  seq_power_share: 0.625
  internal-power_mw: 0.409
  combinationalPowerShare: 0.024
detailed_routing:
  drc: 0
  drt_iter0_markers: 87
  ant_nets: 0
  wl_per_cell_um: 11.4
  firstDrtPassIters: 4
  antenna_cells: 0
  wl_mm: 3.71
  vias_per_cell: 4.90
  dr_total_vias: 1596
floorplanning:
  initCoreUtil: 0.314
  die-width_um: 87.1
  rows: 30
  pin_count: 17
  coreArea_sq_um: 6910
  die_area_sq_um: 7580
  die_h_um: 87.1
layout:
  drive_above_1_share: 0.0739
  stdcell_count: 326
  areaGrowthSynthToFinish_pct: 12.2
  fin_area_sq_um: 2430
  final_util: 0.353
worst_setup_path:
  slowest_stage: "clkdlybuf4s50_1"
  worst-path-buf-inv: 2
  worstPathCellList: "clkdlybuf4s50_1 > clkdlybuf4s50_1"
  cp_slowest_stage_delay_ns: 0.58
  reg2reg_from: "cntclk[6]$_SDFF_PP0_"
  required_ns: 2.72
  crit_family: "buffers and inverters"
  ff2ff_path_depth: 4
  crit_top_cell: "clkdlybuf4s50_1"
  cp-endpoint: "GPIO_0[0]"
  reg2reg_to: "cntclk[15]$_SDFF_PP0_"
  critPathLaunchType: "input pin"
  endpoint_kind: "primary output"
  crit_arrival_ns: 1.77
  regToRegSetupSlack_ns: 1.32
  crit_fanout: 6
  path_depth: 2
  worstSetupPathType: "input pin to primary output"
  cp-startpoint: "car_on_sec"
clock_tree:
  cts_setup_buffers: 0
  cts.htree.levels: 1
  path_clk_slew_ns: 0.09
  insertion_delay_ns: 0.27
  cts.path.max_buffers: 2
  cts_hold_buf: 0
  cts_resized: 0
  clock-root-buffer: "clkbuf_8"
  numCtsBuffers: 3
  cts_tree: "built"
final_timing:
  relSlewSlack: 0.410
  setup_viol: 0
  finalWorstSetupSlack_ns: 0.954
  grt_setup_unrepaired: "false"
  fin_skew_ns: 0.000622
  unclocked_pins: 22
  untimed_endpoints: 43
  max_freq_mhz: 409
  fin_crit_ns: 2.45
  hold_viol: 0
  finalMaxSlewViolations: 0
  worst_pin_slew_ns: 0.878
  holdWs_ns: 0.468
  finalCritPeriodShare: 0.719
  setup_tns_ns: 0
yosys:
  synthTopCellsByArea: "dfxtp_1, edfxtp_1, xnor2_1"
  yosysWarnings: 1
  top_cell_area_share: 0.350
  async_flop_share: 0
  synth.most_common_cell: "dfxtp_1"
  syn-instance-count: 221
  synth_area_per_cell_sq_um: 9.82
  ys_chip_area_sq_um: 2170
  ys_cells: 221
  edf_count: 9
  ff_type: "dfxtp_1"
  synth_area_leader_cell: "dfxtp_1"
  ys.flops: 49
  synth_cell_types: 50
  top_cells_by_count: "dfxtp_1, nor2_1, nand2_1, a21oi_1, inv_1"
  synth_area_sq_um: 2170
worst_hold_path:
  min_path_type: "flop to flop"
  hold_path_depth: 1
placed_design:
  place_hpwl_mm: 2.74
  dpl-instance-area_sq_um: 2390
  placement.setup.worst_slack_ns: 0.960
  io_buffers: 16
  placedCellCount: 322
  gp_congestion: 0.845
grt:
  grt_pass1_wl_mm: 6.53
  grt-ovfl-total: 0
  antenna_found_initial: 0
  grt_start_max_net_pins: 21
  grt_pass1_vias: 1392
  grt_use_total: 0.108
run:
  warnings: 28
  cap_violations: 0
status:
  status: "completed"
## placed cells by master, fill, tap and decap left out, types with 2 or more instances in the layout
cell             instances
a211oi_1                 4
a21oi_1                 11
a22oi_1                  3
a32oi_1                  2
and4_1                   3
and4bb_2                 2
clkbuf_8                 3
clkdlybuf4s50_1         16
dfxtp_1                 38
dlxtn_1                  2
edfxtp_1                 9
ha_1                     5
inv_1                   11
nand2_1                 12
nand2b_1                 3
nand3_1                  9
nand3b_1                 2
nand4_1                  9
nor2_1                  18
nor2b_1                  2
nor3_1                   3
nor4_1                   3
o21ai_0                  8
o31ai_1                  3
or2_2                    3
or3_1                    7
or4_1                    2
xnor2_1                 10
xor2_1                   7
## layout make-up
type	instances	area, sq um
Fill cell	701	4470
Multi-Input combinational cell	150	1010
Sequential cell	49	1060
Inverter	11	41.3
Timing Repair Buffer	16	160
Tap cell	96	120
Clock buffer	4	45.0
## worst reg2reg max path: cells and delay by family, from the launching register on
family,cells,cell delay (ns)
and+or+nand+nor,3,1.43
DFF,1,0.37
AOI/OAI and AO/OA,1,0.14
## power groups by stage
stage                 Clock (mW)  Combinational (mW)  Sequential (mW)
final                      0.180              0.0124            0.320
after global routing       0.204              0.0141            0.320
after CTS                  0.189              0.0127            0.320
## worst min-delay path by stage
stage               startpoint  slack, ns                   end
4_1_cts   cntclk[0]$_SDFF_PP0_       0.47  cntclk[0]$_SDFF_PP0_
6_report  cntclk[0]$_SDFF_PP0_       0.47  cntclk[0]$_SDFF_PP0_
5_1_grt   cntclk[0]$_SDFF_PP0_       0.49  cntclk[0]$_SDFF_PP0_
## routing by layer
| metal | up-vias | GRT usage | part of all wire |
|---|---|---|---|
| li1 | 815 | - | - |
| met1 | 747 | 0.177 | 0.52 |
| met2 | 32 | 0.163 | 0.44 |
| met3 | 2 | 0.0163 | 0.039 |
| met4 | 0 | 0.00606 | 0.0051 |
| met5 | - | 0 | 0 |
## sequential cells by signal, summed over array words and instances (netlist names)
| register | count |
|---|---|
| state | 8 |
| cntsec | 1 |
| ped | 1 |
| cnt | 3 |
| cntclk | 26 |
| lit | 9 |
| car | 1 |
## kinds of logic after synthesis
group / count (synthesis) / share of synthesized area
fa+ha+maj: 5 / 0.0288
mux: 1 / 0.00519
simple gates: 90 / 0.252
xor+xnor: 17 / 0.0686
buf+inv: 22 / 0.0473
compound gates: 37 / 0.109
latches: 2 / 0.0138
flops: 47 / 0.475
Power and IR drop assume default switching activity.
